--- design.v ---
module timer (
  input wire clk,
  input wire rst_n,
  input wire vga_clk_en,
  input wire cnt_up_pls,
  output wire [22:0] o_time
);
  logic [3:0] min_cnt_1, min_cnt_2;
  logic [3:0] sec_cnt_1, sec_cnt_2;
  logic [3:0] point_cnt_1;
  logic [2:0] point_cnt_2;
  logic co_p1;
  logic co_p2;
  logic co_s1;
  logic co_s2;
  logic co_m1;
  assign co_p1 = (point_cnt_1 == 4'd9) ? 1'b1 : 1'b0;
  assign co_p2 = (point_cnt_2 == 3'd6) ? 1'b1 : 1'b0;
  assign co_s1 = (sec_cnt_1 == 4'd9)   ? 1'b1 : 1'b0;
  assign co_s2 = (sec_cnt_2 == 4'd5)   ? 1'b1 : 1'b0;
  assign co_m1 = (min_cnt_1 == 4'd9)   ? 1'b1 : 1'b0;
  assign o_time = {min_cnt_2, min_cnt_1,
                   sec_cnt_2, sec_cnt_1,
                   point_cnt_2, point_cnt_1};
  always_ff @( posedge clk, negedge rst_n ) begin
    if(~rst_n)
      point_cnt_1 <= '0;
    else if(vga_clk_en && cnt_up_pls)
      if(point_cnt_1 == 4'd9)
        point_cnt_1 <= '0;
      else
        point_cnt_1 <= point_cnt_1 + 4'd1;
    else
        point_cnt_1 <= point_cnt_1;
  end
  always_ff @( posedge clk, negedge rst_n ) begin
    if(~rst_n)
      point_cnt_2 <= '0;
    else if(vga_clk_en && cnt_up_pls && co_p1)
      if(point_cnt_2 == 3'd6)
        point_cnt_2 <= '0;
      else
        point_cnt_2 <= point_cnt_2 + 3'd1;
    else
        point_cnt_2 <= point_cnt_2;
  end
  always_ff @( posedge clk, negedge rst_n ) begin
    if(~rst_n)
      sec_cnt_1 <= '0;
    else if(vga_clk_en && cnt_up_pls && co_p1 && co_p2 )
      if(sec_cnt_1 == 4'd9)
        sec_cnt_1 <= '0;
      else
        sec_cnt_1 <= sec_cnt_1 + 4'd1;
    else
        sec_cnt_1 <= sec_cnt_1;
  end
  always_ff @( posedge clk, negedge rst_n ) begin
    if(~rst_n)
      sec_cnt_2 <= '0;
    else if(vga_clk_en && cnt_up_pls && co_p1 && co_p2 && co_s1 )
      if((sec_cnt_2 == 4'd5))
        sec_cnt_2 <= '0;
      else
        sec_cnt_2 <= sec_cnt_2 + 4'd1;
    else
        sec_cnt_2 <= sec_cnt_2;
  end
  always_ff @( posedge clk, negedge rst_n ) begin
    if(~rst_n)
      min_cnt_1 <= '0;
    else if(vga_clk_en && cnt_up_pls && co_p1 && co_p2 && co_s1 && co_s2)
      if((min_cnt_1 == 4'd9))
        min_cnt_1 <= '0;
      else
        min_cnt_1 <= min_cnt_1 + 4'd1;
    else
        min_cnt_1 <= min_cnt_1;
  end
  always_ff @( posedge clk, negedge rst_n ) begin
    if(~rst_n)
      min_cnt_2 <= '0;
    else if(vga_clk_en && cnt_up_pls && co_p1 && co_p2 && co_s1 && co_s2 && co_m1)
      if((min_cnt_2 == 4'd5))
        min_cnt_2 <= '0;
      else
        min_cnt_2 <= min_cnt_2 + 4'd1;
    else
        min_cnt_2 <= min_cnt_2;
  end
endmodule
--- run.sh ---
#!/bin/bash
# OpenROAD 26Q1-2900-gdf79404cd8, Yosys 0.63+post, stock flow scripts
make -C /OpenROAD-flow-scripts/flow DESIGN_CONFIG=/design/flow/config.mk WORK_HOME=/design/flow/orfs finish
--- config.mk ---
export PLATFORM = sky130hd
export DESIGN_NAME = timer
export DESIGN_NICKNAME = timer
export VERILOG_FILES = /design/flow/design.v
export SDC_FILE = /design/flow/constraint.sdc
export NUM_CORES = 4
export LEC_CHECK = 1
export CORE_AREA = 10 10 112 112
export DIE_AREA = 0 0 122 122
--- constraint.sdc ---
current_design timer

set clk_period 4.9
set clk_io_pct 0.2

create_clock -name clk0 -period $clk_period [get_ports {clk}]

set non_clock_inputs [all_inputs -no_clocks]
set_input_delay [expr $clk_period * $clk_io_pct] -clock clk0 $non_clock_inputs
set_output_delay [expr $clk_period * $clk_io_pct] -clock clk0 [all_outputs]
==> impl_metrics.toml <==
# physical design summary
[outcome]
status = "completed"

[floorplan]
core_um2 = 10200
rows = 37
die_w_um = 122
die_h_um = 122
fp-utilization = 0.116
io_pins = 27
dieArea_um2 = 14900

[place]
dpl_worst_slack_ns = 2.23
placed_cell_area_um2 = 1610
io_buffer_count = 26
hpwl_um = 2320
routabilityCongestion = 0.780

[synthesis]
ys.flops = 23
enable_flop_cells = 0
synthDistinctLibCells = 35
async_flop_share = 1.00
yosys_warnings = 1
ys_cells = 111
synth_area_um2 = 1180
avgSynthCellArea_um2 = 10.7
yosysChipArea_um2 = 1180
ys_seq_frac = 0.486
syn_inst = 111
flop_cell = "dfrtp_1"

[finish]
drive_gt1_frac = 0.113
final_common_cell = "clkdlybuf4s50_1"
fin_area_um2 = 1660
area_delta_synth_final_pct = 40.3
lay_top_cells = "clkdlybuf4s50_1, dfrtp_1, nand2_1, o21ai_0, xnor2_1"

[clocking]
clk_path_buf_depth = 2
ctsHoldBuffers = 0
post_cts_resized = 0
cts_tree = "yes"
cts_sinks = 23
insertion_delay_ns = 0.27
cts-buffers-inserted = 3
clkSlewWorstSetupHoldPaths_ns = 0.09
cts-root-buf = "clkbuf_8"
cts.htree.levels = 1
cts_setup_buffers = 0

[detailed_routing]
n_antenna_cell = 0
viasPerCell = 3.23
wl_per_cell_um = 10.8
drt_iter0_markers = 47
num_vias = 894
drc_errors = 0
ant_nets = 0
routed_wl_um = 2990
drt-pass1-iter-count = 4

[timing]
slew_headroom = 0.796
worst_pin_slew_ns = 0.306
setup_viol = 0
max_freq_mhz = 421
timing.final.ws_setup_ns = 2.53
post-route-min-period_ns = 2.37
fin_setup_tns_ns = 0
finalHoldViolations = 0
finClkSkew_ns = 0.00445
rsz0062_at_grt = "false"
holdWs_ns = 0.494
finalClockPeriodUsage = 0.484
maxSlewViolCount = 0

[grt]
grt_pass1_wl_um = 4890
grt_pass1_vias = 914
grt-ovfl-total = 0
grt.total_usage = 0.0413
grt_max_degree = 24
antenna_found_initial = 0

[worst_setup_path]
crit_fanout = 6
start_kind = "input pin"
crit_path_end_kind = "flip-flop"
worstSetupPathType = "in2reg"
cp.arrival_ns = 2.53
cp.required_ns = 5.06

[power_and_ir_drop]
total_power_w = 0.000500
powerDensity_nw_per_um2 = 301
ir_worst_vdd_uv = 85.2
leakagePower_nw = 0.639

[worst_hold_path]
hp-class = "reg2reg"

[flow_run]
warnings = 25
cap_violations = 0
[logic make-up (layout without fill, tap and decap cells)]
logic type	after synthesis	after routing	synth area share
AOI/OAI and AO/OA	23	23	0.117
xor gates and xnor gates	11	11	0.0814
buffers and inverters	5	35	0.0190
DFF	23	23	0.486
muxes	1	1	0.0127
and+or+nand+nor	48	48	0.283
[cells in the mapped netlist, types with 3 or more instances]
| cell | n | area share |
|---|---|---|
| nor2b_1 | 3 | 0.016 |
| nor2_1 | 4 | 0.013 |
| nand3_1 | 3 | 0.013 |
| xnor2_1 | 7 | 0.052 |
| nand2_1 | 13 | 0.041 |
| xor2_1 | 4 | 0.030 |
| nand2b_1 | 4 | 0.021 |
| o21ai_0 | 11 | 0.047 |
| inv_1 | 4 | 0.013 |
| nor3_1 | 4 | 0.017 |
| dfrtp_1 | 23 | 0.49 |
| o31ai_1 | 4 | 0.025 |
[cell type report]
class | count | area, um^2
tap | 136 | 170
inverter | 4 | 15.0
sequential | 23 | 576
clock buffer | 3 | 41.3
timing repair buffer | 27 | 268
fill | 1107 | 8570
clock inverter | 1 | 5.00
multi-input combinational | 83 | 586
[worst paths after layout]
kind,depth (start not counted),slack [ns],end,startpoint
setup / recovery,5,2.53,min_cnt_2[1],cnt_up_pls
hold / removal,1,0.49,sec_cnt_2[0],sec_cnt_2[0]
setup reg to reg,4,3.21,min_cnt_2[1],point_cnt_2[0]
hold reg to reg,1,0.49,sec_cnt_2[0],sec_cnt_2[0]
max in group asynchronous,2,3.59,sec_cnt_2[3],rst_n
min in group asynchronous,2,1.07,min_cnt_1[3],rst_n
[through the flow]
step           std cells   util
6_report             277  0.162
5_1_grt              277  0.162
4_1_cts              277  0.162
3_5_place_dp         273  0.158
3_3_place_gp         273  0.158
2_1_floorplan        111      -
[registers in the layout (all words and copies together), names as in the netlist]
register / count
min_cnt_1: 4
min_cnt_2: 4
point_cnt_1: 4
sec_cnt_1: 4
sec_cnt_2: 4
point_cnt_2: 3
[where the power goes]
part	internal (W)	switching [W]
combinational	0.0000808	0.0000389
sequential	0.000215	0.0000453
clock	0.0000568	0.0000634
total	0.000352	0.000148
[critical path, cell delays in order]
cell,delay (ns)
clkdlybuf4s50_1,0.49
and3_1,0.29
and4_1,0.34
nand3_2,0.12
mux2_4,0.30
[routing by layer]
layer | share of wire | GRT usage | vias up
li1 | - | - | 451
met1 | 0.42 | 0.0491 | 420
met2 | 0.46 | 0.0666 | 21
met3 | 0.11 | 0.0225 | 2
met4 | 0.0087 | 0.00447 | 0
met5 | 0 | 0 | -
Power is estimated from default activity; no workload was simulated.
